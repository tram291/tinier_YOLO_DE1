**/design/flow/design.v**
```verilog
module Multiply (a, b, result);
  input [15:0] a, b;
  output [15:0] result;
  wire [10:0] c1, c2;
  wire [21:0] temp, temp1;
  wire [15:0] re, fb;
  wire [4:0] ex;
  assign re[15] = a[15] ^ b[15];
  assign c1[10] = 1;
  assign c1[9:0] = a[9:0];
  assign c2[10] = 1;
  assign c2[9:0] = b[9:0];
  assign temp = c1 * c2;
  assign ex = temp[21] ? 5'h1f:  
              temp[20] ? 5'd0:
              temp[19] ? 5'd1:
              temp[18] ? 5'd2:
              temp[17] ? 5'd3:
              temp[16] ? 5'd4:
              temp[15] ? 5'd5:
              temp[14] ? 5'd6:
              temp[13] ? 5'd7:
              temp[12] ? 5'd8:
              temp[11] ? 5'd9:
              temp[10] ? 5'd10:
              temp[9] ? 5'd11:
              temp[8] ? 5'd12:
              temp[7] ? 5'd13:
              temp[6] ? 5'd14:
              temp[5] ? 5'd15:
              temp[4] ? 5'd16:
              temp[3] ? 5'd17:
              temp[2] ? 5'd18:
              temp[1] ? 5'd19: 5'd20;
  assign temp1 = temp << (ex == 5'h1f ? 1: (ex + 2));
  assign re[9:0] = temp1[21:12];
  assign re[14:10] = a[14:10] + b[14:10] - 5'd15 - ex;
  assign result = (a == 0 || b == 0) ? 0:re;
endmodule
module add_float (
  a, b, c
);
  input wire [15:0] a;
  input wire [15:0] b;
  output wire [15:0] c;
  wire [11:0] temp_mantisa_a1, temp_mantisa_b1, temp_mantisa_a2, temp_mantisa_b2, sum;
  wire [4:0] exponent;
  wire aIsLarger;
  float_larger fl (.a(a), .b(b), .isLarger(aIsLarger));
  assign temp_mantisa_a1 = a[9:0] | 11'h400;
  assign temp_mantisa_b1 = b[9:0] | 11'h400;
  assign temp_mantisa_a2 = aIsLarger ? temp_mantisa_a1 : temp_mantisa_a1 >> (b[14:10] - a[14:10]);
  assign temp_mantisa_b2 = ~aIsLarger ? temp_mantisa_b1 : temp_mantisa_b1 >> (a[14:10] - b[14:10]);
  assign sum = (a[15] ? (~temp_mantisa_a2 + 1) : temp_mantisa_a2) + (b[15] ? (~temp_mantisa_b2 + 1) : temp_mantisa_b2);
  assign exponent = sum[11] ? -1 :
                    sum[10] ? 4'd0 :
                    sum[9] ? 4'd1 :
                    sum[8] ? 4'd2 :
                    sum[7] ? 4'd3 :
                    sum[6] ? 4'd4 :
                    sum[5] ? 4'd5 :
                    sum[4] ? 4'd6 :
                    sum[3] ? 4'd7 :
                    sum[2] ? 4'd8 :
                    sum[1] ? 4'd9 : 
                    sum[0] ? 4'd10 : 4'd11;
  assign c[15] = aIsLarger ? a[15] : b[15];
  assign c[14:10] = exponent == 4'd11 ? 0 : ((aIsLarger ? a[14:10] : b[14:10]) - exponent);
  assign c[9:0]  = sum << exponent;
endmodule
module float_larger (
  a, b, isLarger
);
  input [15:0] a, b;
  output isLarger;
  wire isEqualSign, isSign, isEx, isEqualEx, isMan;
  assign isEqualSign = a[15] ~^ b[15];
  assign isSign = ~a[15] & b[15];
  assign isEx   = a[14:10] > b[14:10];
  assign isEqualEx   = a[14:10] == b[14:10];
  assign isMan = a[9:0] > b[9:0];
  assign isLarger = isSign | (isEqualSign & (isEx | (isEqualEx & isMan)));
endmodule
module resize_datapath (
  clk,
  reset_n,
  enable,
  data_in1,
  data_in2,
  scale, 
  data_out
);
  input wire [15:0] data_in1, data_in2, scale;
  input wire clk, reset_n, enable;
  output reg [15:0] data_out;
  wire [15:0] fsum, fproduct1, fproduct2, sub_scale;
  Multiply  m1(.a(data_in2), .b(scale), .result(fproduct1));
  sub_float sf (.a(16'h3C00), .b(scale), .c(sub_scale));           
  Multiply  m2(.a(data_in1), .b(sub_scale), .result(fproduct2));
  add_float af (.a(fproduct1), .b(fproduct2), .c(fsum));           
  always @(posedge clk or negedge reset_n) begin
      if (~reset_n) begin
          data_out <= 0;
      end
      else begin
        if (enable) begin
          data_out = fsum;
        end
      end
  end
endmodule
module sub_float(
  a, b, c
);
  input wire [15:0] a, b;
  output wire [15:0] c;
  wire [15:0] n_b;
  assign n_b[15] = 1;
  assign n_b[14:0] = b[14:0];
  add_float a1(.a(a), .b(n_b), .c(c));
endmodule
```
**/design/flow/run.sh**
```bash
#!/bin/bash
# OpenROAD 26Q1-2900-gdf79404cd8, Yosys 0.63+post, stock flow scripts
make -C /OpenROAD-flow-scripts/flow DESIGN_CONFIG=/design/flow/config.mk WORK_HOME=/design/flow/orfs finish
```
**/design/flow/config.mk**
```make
export PLATFORM = sky130hd
export DESIGN_NAME = resize_datapath
export DESIGN_NICKNAME = resize_datapath
export VERILOG_FILES = /design/flow/design.v
export SDC_FILE = /design/flow/constraint.sdc
export NUM_CORES = 4
export LEC_CHECK = 1
export CORE_UTILIZATION = 40
```
**/design/flow/constraint.sdc**
```tcl
current_design resize_datapath

set clk_period 1.0
set clk_io_pct 0.2

create_clock -name clk0 -period $clk_period [get_ports {clk}]

set non_clock_inputs [all_inputs -no_clocks]
set_input_delay [expr $clk_period * $clk_io_pct] -clock clk0 $non_clock_inputs
set_output_delay [expr $clk_period * $clk_io_pct] -clock clk0 [all_outputs]
```
==> notes.org <==
* Implementation run

** Run status
- Run status :: finished, violations left
- Violated checks :: negative setup slack

** Setup path
- Cell with the biggest individual delay on the critical path :: fa_2
- The most numerous cell type found on the critical path is a21oi_2.
- The worst setup path is launched from a primary input.
- The timing report lists the critical path depth as 96 cells.
- The arrival time of data at the worst endpoint is listed as 17.57 ns.
- Max Fanout on Critical Path :: 7
- Setup slack on the worst reg-to-reg path comes out at -0.15 ns.
- Cell family contributing the most delay on the critical path :: AND-OR/OR-AND gates
- For the worst setup path, the data required time is 1.17 ns.
- Max incr delay on CP :: 0.59 ns
- Following the worst setup path forward leads to its endpoint at data_out[14]$_DFFE_PN0P_.
- For the worst flop-to-flop path, the logic depth is 5.
- The capture point of the worst register-to-register path is recorded as data_out[7]$_DFFE_PN0P_.
- The startpoint identified for the worst register-to-register timing path is data_out[7]$_DFFE_PN0P_.
- Per the post-run analysis, buffers plus inverters along the critical path come to 20.
- Critical Path Sink Type :: register
- Launching instance or port of the critical path :: scale[4]
- The critical path is of the primary input to register type.

** Clock tree
- TritonCTS clock tree :: yes
- Total CTS buffers :: 3
- Maximum buffer depth of the clock tree :: 2
- Root buffer selected by CTS :: clkbuf_16
- The post-CTS hold buffer count recorded in the log is 0.
- Clock-pin slew of the registers on the worst-case setup and hold paths :: 0.05 ns
- Worst skew pair latency :: 0.25 ns
- Clock sink count :: 16
- Looking at the clock tree report, the H-tree level count equals 1.

** Final timing
- Max-slew headroom at the worst pin :: 0.586
- For the final database, setup skew stands at 0 ns.
- Final count of negative-setup-slack endpoints :: 17
- Post-route period utilization is reported as 17.4.
- Final Max Slew Viols :: 0
- The final timing report derives a shortest allowable period of 17.40 ns.
- Final Hold Fails :: 0
- The tightest hold path in the finished design has a slack of 0.293 ns.
- At the pin with the least slew margin, the transition time is 0.618 ns.
- Adding up every negative setup slack in the final design gives -240.30 ns.
- Achievable frequency :: 57.5 MHz
- The critical path in the final layout is reported with a setup slack of -16.40 ns.
- Setup repair after global routing could not meet its margin everywhere.

** Floorplanning
- According to the I/O placement log, the pin count is 67.
- Height of the die :: 218 um
- Horizontal die size :: 218 um
- Die area :: 47600 um2
- The total area inside the core boundary comes to 45800 um2.
- Fp util :: 0.409
- In this run the core area contains 78 standard-cell rows.

** Final layout
- The final report gives the standard cell area, fillers excluded, as 29100 um2.
- Most common cell after layout, fill and taps aside :: buf_4
- Number of non-filler instances in the completed layout :: 4080
- Top register by number of flip-flops :: data_out
- Share of final-layout standard cells stronger than drive strength 1 :: 0.401
- By instance count after routing, the leading logic cell types are 971 x buf_4, 284 x inv_1, 200 x nand2_1.
- In the final layout, the registers with the most flip-flops are data_out (16).
- Max reg flops :: 16
- Per the run report, area growth between synthesis and finish was 55.4%.

** Global routing
- Total global-route track usage over all layers is 0.314.
- Global routing finished with a remaining overflow of 0.
- Pin count of the biggest net entering global routing :: 36
- First-pass GRT wire length :: 116000 um
- Antenna violations before repair :: 0
- The via count of the first global-routing pass is 21900.

** Synthesis
- Main flop type :: dfrtp_1
- YS chip area :: 18700 um2
- Per the synthesis report, the number of distinct cell types is 113.
- Count of flip-flops with a built-in enable after synthesis :: 0
- The number of cells reported by Yosys stat comes to 2515.
- Post-Synthesis Cells :: 2515
- Mapped Area :: 18700 um2
- Average cell area after synthesis :: 7.44 um2
- Share of flip-flops with an asynchronous set or reset :: 1.00
- Of the synthesized area, sequential elements account for 0.0214.
- The synthesis report lists the Yosys warning total as 1.
- Post-synthesis sequential element count :: 16

** Route
- After detailed routing, the number of remaining DRC violations is 0.
- WL per Instance :: 17.9 um
- In the post-route report, total wirelength is listed as 73200 um.
- Tally of nets with antenna violations remaining after routing :: 0
- Vias :: 22400
- For this block, the initial DRC count from the detailed router was 1489.
- Per the detail_route report, inserted antenna diodes total 0.
- The iteration count recorded for the first detailed-route pass is 5.
- In the routed layout, each cell is associated on average with a via count of 5.50.

** Placement
- Post-detailed-placement cell area :: 26800 um2
- Half-perimeter wire length after placement :: 60600 um
- The placement summary gives the final routability congestion estimate as 1.02.
- In this run the tool buffered the top-level ports with 66 buffer cells.
- Post-placement cell count :: 3966

** Hold path
- The min-delay analysis places its worst path in the category primary input to async pin.

** Run
- Maximum Capacitance Violations :: 0
- Number of warnings in the stage logs :: 36
-- worst min path at each step --
stage	depth (start not counted)	slack, ns	startpoint	end
CTS	2	0.30	reset_n	data_out[15]$_DFFE_PN0P_
global route	2	0.31	reset_n	data_out[15]$_DFFE_PN0P_
finish	2	0.29	reset_n	data_out[15]$_DFFE_PN0P_
-- cell type report --
type                            instances  area [um2]
Timing Repair Buffer                 1094        8580
Multi-Input combinational cell       2064       18100
Fill cell                            3713       16700
Inverter                              302        1160
Clock buffer                            4        88.8
Sequential cell                        16         400
Tap cell                              600         751
-- worst register-to-register path, cell delays in order, from the launching register on --
cell and delay, ns:
dfrtp_1 0.38, inv_1 0.07, o21ai_2 0.06, or3_1 0.31, mux2i_1 0.13, a311oi_1 0.06
-- routing by layer --
metal,up-vias,wire length [um],track usage
met5,-,0,0
met4,0,1160,0.0389
met3,85,5110,0.0624
met2,752,32400,0.490
met1,10700,34500,0.468
li1,10900,-,-
-- through the flow --
step,util,setup WS (ns)
final,0.635,-16.40
after global routing,0.635,-17.27
after CTS,0.618,-16.37
after detailed placement,0.587,-17.83
after global placement,0.587,-17.70
after floorplan,-,-17.12
-- cell families after synthesis --
logic type / after synthesis / synth area share
AND/OR/NAND/NOR: 874 / 0.240
multiplexers: 78 / 0.0480
buffers and inverters: 436 / 0.0914
XOR/XNOR: 86 / 0.0411
flip-flops: 16 / 0.0214
AND-OR/OR-AND: 683 / 0.259
adder cells (fa/ha/maj): 342 / 0.299
-- cell usage after synthesis, types with 18 or more instances --
cell,n,area [um2]
buf_2,33,165
xnor2_1,59,517
mux2_2,21,236
nand2_1,209,785
or3_1,21,131
nand2b_1,23,144
xor2_1,25,219
o211ai_1,36,270
a21o_1,35,263
ha_1,168,2100
a31oi_1,31,194
nand3_1,65,325
and2_1,148,926
nor3_1,65,325
nor2_1,172,646
mux2i_1,48,480
o21bai_1,18,135
inv_1,295,1110
o21a_1,23,173
a21oi_1,132,661
a211oi_1,45,338
o21ai_1,24,120
o21ai_0,95,475
nand4_1,26,163
fa_1,174,3480
nor4_1,30,188
clkbuf_1,93,349
and3_1,33,206
o22ai_1,27,169
-- timing repair --
action	CTS	global route
hold endpoints to repair	0	0
gates resized	268	157
gates cloned	2	1
endpoints found under the setup margin	32	27
pin swaps	100	128
setup buffers	65	49
